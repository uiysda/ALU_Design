--- config.mk ---
export PLATFORM = sky130hd
export DESIGN_NAME = ALU
export DESIGN_NICKNAME = ALU
export VERILOG_FILES = /design/flow/design.v
export SDC_FILE = /design/flow/constraint.sdc
export NUM_CORES = 4
export LEC_CHECK = 1
export CORE_UTILIZATION = 30
--- constraint.sdc ---
current_design ALU

set clk_period 61.1
set clk_io_pct 0.2

create_clock -name clk0 -period $clk_period

set non_clock_inputs [all_inputs -no_clocks]
set_input_delay [expr $clk_period * $clk_io_pct] -clock clk0 $non_clock_inputs
set_output_delay [expr $clk_period * $clk_io_pct] -clock clk0 [all_outputs]
--- design.v ---
`timescale 1ns/1ns
module ALU( dataA, dataB, Signal, reset, dataOut );
  input [31:0] dataA, dataB;
  input [5:0] Signal;
  input reset;
  output [31:0] dataOut;
  wire [31:0] cout, temp;
  wire cin;
  parameter AND = 6'b100100;
  parameter OR  = 6'b100101;
  parameter ADD = 6'b100000;
  parameter SUB = 6'b100010;
  parameter SLT = 6'b101010;
  assign cin = ( Signal == SUB || Signal == SLT) ? 1'b1 : 1'b0;  
  ALU_1bit alu0( .dataA( dataA[0] ), .dataB( dataB[0] ), .Signal( Signal ), .cin( cin ), .dataOut( temp[0] ), .cout( cout[0] ) );
  ALU_1bit alu1( .dataA( dataA[1] ), .dataB( dataB[1] ), .Signal( Signal ), .cin( cout[0] ), .dataOut( temp[1] ), .cout( cout[1] ) );
  ALU_1bit alu2( .dataA( dataA[2] ), .dataB( dataB[2] ), .Signal( Signal ), .cin( cout[1] ), .dataOut( temp[2] ), .cout( cout[2] ) );
  ALU_1bit alu3( .dataA( dataA[3] ), .dataB( dataB[3] ), .Signal( Signal ), .cin( cout[2] ), .dataOut( temp[3] ), .cout( cout[3] ) );
  ALU_1bit alu4( .dataA( dataA[4] ), .dataB( dataB[4] ), .Signal( Signal ), .cin( cout[3] ), .dataOut( temp[4] ), .cout( cout[4] ) );
  ALU_1bit alu5( .dataA( dataA[5] ), .dataB( dataB[5] ), .Signal( Signal ), .cin( cout[4] ), .dataOut( temp[5] ), .cout( cout[5] ) );
  ALU_1bit alu6( .dataA( dataA[6] ), .dataB( dataB[6] ), .Signal( Signal ), .cin( cout[5] ), .dataOut( temp[6] ), .cout( cout[6] ) );
  ALU_1bit alu7( .dataA( dataA[7] ), .dataB( dataB[7] ), .Signal( Signal ), .cin( cout[6] ), .dataOut( temp[7] ), .cout( cout[7] ) );
  ALU_1bit alu8( .dataA( dataA[8] ), .dataB( dataB[8] ), .Signal( Signal ), .cin( cout[7] ), .dataOut( temp[8] ), .cout( cout[8] ) );
  ALU_1bit alu9( .dataA( dataA[9] ), .dataB( dataB[9] ), .Signal( Signal ), .cin( cout[8] ), .dataOut( temp[9] ), .cout( cout[9] ) );
  ALU_1bit alu10( .dataA( dataA[10] ), .dataB( dataB[10] ), .Signal( Signal ), .cin( cout[9] ), .dataOut( temp[10] ), .cout( cout[10] ) );
  ALU_1bit alu11( .dataA( dataA[11] ), .dataB( dataB[11] ), .Signal( Signal ), .cin( cout[10] ), .dataOut( temp[11] ), .cout( cout[11] ) );
  ALU_1bit alu12( .dataA( dataA[12] ), .dataB( dataB[12] ), .Signal( Signal ), .cin( cout[11] ), .dataOut( temp[12] ), .cout( cout[12] ) );
  ALU_1bit alu13( .dataA( dataA[13] ), .dataB( dataB[13] ), .Signal( Signal ), .cin( cout[12] ), .dataOut( temp[13] ), .cout( cout[13] ) );
  ALU_1bit alu14( .dataA( dataA[14] ), .dataB( dataB[14] ), .Signal( Signal ), .cin( cout[13] ), .dataOut( temp[14] ), .cout( cout[14] ) );
  ALU_1bit alu15( .dataA( dataA[15] ), .dataB( dataB[15] ), .Signal( Signal ), .cin( cout[14] ), .dataOut( temp[15] ), .cout( cout[15] ) );
  ALU_1bit alu16( .dataA( dataA[16] ), .dataB( dataB[16] ), .Signal( Signal ), .cin( cout[15] ), .dataOut( temp[16] ), .cout( cout[16] ) );
  ALU_1bit alu17( .dataA( dataA[17] ), .dataB( dataB[17] ), .Signal( Signal ), .cin( cout[16] ), .dataOut( temp[17] ), .cout( cout[17] ) );
  ALU_1bit alu18( .dataA( dataA[18] ), .dataB( dataB[18] ), .Signal( Signal ), .cin( cout[17] ), .dataOut( temp[18] ), .cout( cout[18] ) );
  ALU_1bit alu19( .dataA( dataA[19] ), .dataB( dataB[19] ), .Signal( Signal ), .cin( cout[18] ), .dataOut( temp[19] ), .cout( cout[19] ) );
  ALU_1bit alu20( .dataA( dataA[20] ), .dataB( dataB[20] ), .Signal( Signal ), .cin( cout[19] ), .dataOut( temp[20] ), .cout( cout[20] ) );
  ALU_1bit alu21( .dataA( dataA[21] ), .dataB( dataB[21] ), .Signal( Signal ), .cin( cout[20] ), .dataOut( temp[21] ), .cout( cout[21] ) );
  ALU_1bit alu22( .dataA( dataA[22] ), .dataB( dataB[22] ), .Signal( Signal ), .cin( cout[21] ), .dataOut( temp[22] ), .cout( cout[22] ) );
  ALU_1bit alu23( .dataA( dataA[23] ), .dataB( dataB[23] ), .Signal( Signal ), .cin( cout[22] ), .dataOut( temp[23] ), .cout( cout[23] ) );
  ALU_1bit alu24( .dataA( dataA[24] ), .dataB( dataB[24] ), .Signal( Signal ), .cin( cout[23] ), .dataOut( temp[24] ), .cout( cout[24] ) );
  ALU_1bit alu25( .dataA( dataA[25] ), .dataB( dataB[25] ), .Signal( Signal ), .cin( cout[24] ), .dataOut( temp[25] ), .cout( cout[25] ) );
  ALU_1bit alu26( .dataA( dataA[26] ), .dataB( dataB[26] ), .Signal( Signal ), .cin( cout[25] ), .dataOut( temp[26] ), .cout( cout[26] ) );
  ALU_1bit alu27( .dataA( dataA[27] ), .dataB( dataB[27] ), .Signal( Signal ), .cin( cout[26] ), .dataOut( temp[27] ), .cout( cout[27] ) );
  ALU_1bit alu28( .dataA( dataA[28] ), .dataB( dataB[28] ), .Signal( Signal ), .cin( cout[27] ), .dataOut( temp[28] ), .cout( cout[28] ) );
  ALU_1bit alu29( .dataA( dataA[29] ), .dataB( dataB[29] ), .Signal( Signal ), .cin( cout[28] ), .dataOut( temp[29] ), .cout( cout[29] ) );
  ALU_1bit alu30( .dataA( dataA[30] ), .dataB( dataB[30] ), .Signal( Signal ), .cin( cout[29] ), .dataOut( temp[30] ), .cout( cout[30] ) );
  ALU_1bit alu31( .dataA( dataA[31] ), .dataB( dataB[31] ), .Signal( Signal ), .cin( cout[30] ), .dataOut( temp[31] ), .cout( cout[31] ) );
  assign dataOut = reset ? 32'd0 : ( Signal == SLT ) ? ( ( temp[31] == 1'b1 ) ? 32'd1 : 32'd0 ) : temp; 
endmodule
`timescale 1ns/1ns
module ALU_1bit( dataA, dataB, Signal, cin, dataOut, cout );
  input dataA, dataB, cin;
  input[5:0] Signal;
  output dataOut, cout;
  wire addSum, subSum, addCarry, subCarry;
  parameter AND = 6'b100100;
  parameter OR  = 6'b100101;
  parameter ADD = 6'b100000;
  parameter SUB = 6'b100010;
  parameter SLT = 6'b101010;
  FA fa_add( .A( dataA ), .B( dataB ), .Cin( cin ), .Sum( addSum ), .Cout( addCarry ) );
  FA fa_sub( .A( dataA ), .B( ~dataB ), .Cin( cin ), .Sum( subSum ), .Cout( subCarry ) );
  assign dataOut = (Signal == AND) ? (dataA & dataB) :
                   (Signal == OR) ? (dataA | dataB) :
                   (Signal == ADD) ? addSum :
                   (Signal == SUB || Signal == SLT) ? subSum : 0;
  assign cout = (Signal == ADD) ? addCarry :
                (Signal == SUB  || Signal == SLT) ? subCarry : 0;
endmodule
`timescale 1ns/1ns
module FA( A, B, Cin, Sum, Cout );
	input A, B, Cin;
	output Sum, Cout;
	assign Sum = A ^ B ^ Cin;
	assign Cout = ( ( A | B ) & Cin ) | ( A & B );
endmodule
--- run.sh ---
#!/bin/bash
# OpenROAD 26Q1-2900-gdf79404cd8, Yosys 0.63+post, stock flow scripts
make -C /OpenROAD-flow-scripts/flow DESIGN_CONFIG=/design/flow/config.mk WORK_HOME=/design/flow/orfs finish
==> run_results.csv <==
group,metric,value,unit
run_status,run_status,"completed",
route,ant_nets,0,
logic_synthesis,syn-cell-area,0.00374,mm^2
route,wirelength,9270,um
global_route,grt_pass1_wl,15100,um
min_path,min_path_type,"in -> out",
critical_path,start_kind,"input port",
layout,seq_area,0,um^2
route,dr.pass1.iters,4,
layout,drive_gt1_frac,0.0306,
cts,cts_hold_buf,0,
critical_path,worstSetupStartpoint,"Signal[4]",
logic_synthesis,synth.avg_cell_area,9.18,um^2
final_timing,timing.slew.headroom,0.508,
route,vias,2993,
floorplan,die_y,114,um
power,ir_drop,0.00170,mV
final_timing,final-hold-violation-count,0,
final_timing,max_freq,21.8,MHz
critical_path,cp.arrival,33.71,ns
route,drc,0,
placement,post-place-ws,15.24,ns
critical_path,critical_path_class,"in -> out",
layout,area_growth,31.4,%
logic_synthesis,yosys_area,0.00374,mm^2
floorplan,die_area,0.0129,mm^2
global_route,overflow,0,
layout,nClkBuffers,0,
power,leakagePower,1.97,nW
layout,fillers,1145,
cts,cts-resized-gates,0,
placement,io_buffers,103,
final_timing,setup_ws,15.17,ns
global_route,grt_max_degree,42,
final_timing,rsz0062_at_grt,"false",
critical_path,required,48.88,ns
logic_synthesis,ys_cells,407,
power,p_total,0.0193,mW
logic_synthesis,syn_inst,407,
placement,routabilityCongestion,0.791,
layout,flop-count,0,
final_timing,setup_viol,0,
floorplan,coreArea,0.0121,mm^2
route,viasPerCell,4.55,
power,cellPowerDensity,3.93,mW/mm^2
critical_path,cp-end-kind,"output pin",
floorplan,rows,40,
global_route,grt_usage,0.154,
final_timing,worstMarginPinSlew,0.735,ns
global_route,grt_pass1_vias,2986,
logic_synthesis,synth_cell_types,31,
flow_run,drv_cap,0,
final_timing,finalMaxSlewViolations,0,
floorplan,pin_count,103,
critical_path,cp_max_fo,7,
route,avgRoutedWirePerCell,14.1,um
min_path,min_from,"Signal[0]",
flow_run,tool_warnings,125,
critical_path,slowest_stage,"clkdlybuf4s50_1",
route,drt_iter0_markers,124,
cts,cts_setup_buffers,0,
route,n_antenna_cell,0,
floorplan,fp_util,0.310,
logic_synthesis,ys_warn_count,0,
global_route,antenna_found_initial,0,
placement,dp_hpwl,6590,um
logic_synthesis,yosysSeqAreaShare,0,
final_timing,post-route-period-util,0.752,
critical_path,cp_common_cell,"fa_1",
final_timing,finalSetupTns,0,ns
final_timing,min_period,45.93,ns
floorplan,dieWidth,114,um
critical_path,cp_slowest_stage_delay,0.49,ns
-- critical path: cells and delay by family --
family / cells / cell delay (ns)
adders and majority gates: 31 / 11.21
AOI/OAI and AO/OA: 32 / 7.98
and+or+nand+nor: 4 / 1.26
buffers and inverters: 3 / 1.01
-- per-stage QoR --
stage,util,hold WS (ns),instance area (um^2),std cells
finish,0.407,25.54,4910,658
global route,0.407,25.61,4910,658
detailed placement,0.407,25.55,4910,658
global placement,0.407,25.55,4910,658
floorplan,-,24.58,3740,407
CTS,0.407,25.55,4910,658
-- power by group --
group	internal, mW	switching [mW]	leakage [nW]
Combinational	0.00949	0.00981	1.97
Clock	0	0	0
Sequential	0	0	0
Total	0.00949	0.00981	1.97
-- Yosys cell counts, drive strengths merged --
| library cell | instances | area share |
|---|---|---|
| buf | 11 | 0.018 |
| clkbuf | 18 | 0.018 |
| a31oi | 7 | 0.012 |
| fa | 62 | 0.33 |
| a32oi | 1 | 0.0023 |
| and2 | 2 | 0.0034 |
| a211o | 24 | 0.056 |
| nand2 | 16 | 0.016 |
| or3b | 2 | 0.0047 |
| nor2 | 4 | 0.0040 |
| nand2b | 8 | 0.013 |
| nand4b | 1 | 0.0023 |
| inv | 68 | 0.068 |
| or3 | 2 | 0.0033 |
| o21ai | 26 | 0.036 |
| mux2i | 24 | 0.064 |
| o221ai | 1 | 0.0023 |
| o22a | 29 | 0.068 |
| o22ai | 1 | 0.0017 |
| o31ai | 1 | 0.0020 |
| nor4b | 1 | 0.0064 |
| a22oi | 2 | 0.0040 |
| ha | 64 | 0.21 |
| o211ai | 6 | 0.012 |
| a21oi | 26 | 0.035 |
-- final timing paths --
path,to,slack (ns),cells after the start
min,dataOut[28],25.54,5
max,dataOut[0],15.17,70
-- layout by cell type, fill, tap and decap left out, drive strengths merged --
| cell | n |
|---|---|
| mux2i | 24 |
| clkdlybuf4s50 | 102 |
| buf | 10 |
| o211ai | 6 |
| inv | 68 |
| nand2b | 8 |
| o31ai | 1 |
| and2 | 2 |
| fa | 62 |
| a22oi | 2 |
| o22a | 29 |
| or3 | 2 |
| o22ai | 1 |
| a32oi | 1 |
| a31oi | 7 |
| a211o | 24 |
| a21oi | 26 |
| or3b | 2 |
| nand4b | 1 |
| o221ai | 1 |
| o21ai | 26 |
| ha | 64 |
| nor4b | 1 |
| nor2 | 4 |
| nand2 | 16 |
-- layer usage --
layer | share of wire | global-route usage | vias to the layer above
li1 | - | - | 1502
met1 | 0.50 | 0.246 | 1425
met2 | 0.47 | 0.251 | 66
met3 | 0.035 | 0.00975 | 0
met4 | 0 | 0.00263 | 0
met5 | 0 | 0 | -
-- cell families (layout without fill, tap and decap cells) --
family                     count (synthesis)  in the layout  share of synthesized area
AOI/OAI and AO/OA                        124            124                      0.231
adders and majority gates                126            126                      0.547
buffers and inverters                     97            180                      0.104
and+or+nand+nor                           36             36                     0.0536
muxes                                     24             24                     0.0643
-- cell type report --
cell class,instances,area (um^2),area share
Timing Repair Buffer,112,1090,0.223
Multi-Input combinational cell,310,3350,0.683
Tap cell,168,210,0.0428
Inverter,68,255,0.0520
Power is estimated from default activity; no workload was simulated.
