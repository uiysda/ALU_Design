$ cat run.sh
#!/bin/bash
# OpenROAD 26Q1-2900-gdf79404cd8, Yosys 0.63+post, stock flow scripts
make -C /OpenROAD-flow-scripts/flow DESIGN_CONFIG=/design/flow/config.mk WORK_HOME=/design/flow/orfs finish
$ cat config.mk
export PLATFORM = sky130hd
export DESIGN_NAME = MUX_4to1
export DESIGN_NICKNAME = MUX_4to1
export VERILOG_FILES = /design/flow/design.v
export SDC_FILE = /design/flow/constraint.sdc
export NUM_CORES = 4
export LEC_CHECK = 1
export CORE_AREA = 10 10 76 76
export DIE_AREA = 0 0 86 86
$ cat constraint.sdc
current_design MUX_4to1

set clk_period 1.5
set clk_io_pct 0.2

create_clock -name clk0 -period $clk_period

set non_clock_inputs [all_inputs -no_clocks]
set_input_delay [expr $clk_period * $clk_io_pct] -clock clk0 $non_clock_inputs
set_output_delay [expr $clk_period * $clk_io_pct] -clock clk0 [all_outputs]
$ cat design.v
`timescale 1ns/1ns
module MUX_4to1( ALUOut, HiOut, LoOut, Shifter, Signal, dataOut );
  input [31:0] ALUOut ;
  input [31:0] HiOut ;
  input [31:0] LoOut ;
  input [31:0] Shifter ;
  input [1:0] Signal ;
  output [31:0] dataOut ;
  assign dataOut = Signal[1] ? ( Signal[0] ? Shifter : LoOut ) : ( Signal[0] ? HiOut : ALUOut );
endmodule
==> impl_metrics.csv <==
group,metric,value,unit
run_status,status,"finished, violations left",
run_status,violations,"negative setup slack",
clock_network,holdBufCountCts,0,
final_timing,setup_viol,1,
synth,ys_cells,39,
cells_and_area,finalInstanceArea,2280,um2
final_timing,clock.fmax,0.666,GHz
placed_design,hpwlAfterDp,5290,um
floorplan,die_h,86,um
critical_path,crit_path_top_delay_cell,"mux4_2",
synth,synth_area,815,um2
grt,grt_overflow,0,
critical_path,crit_fanout,7,
synth,synth_cells,39,
power,clock_power_share,0,
synth,synthTopCellsByArea,"mux4_2 83%, buf_12 7.4%, mux4_1 6.5%, buf_2 1.8%, buf_6 1.4%",
synth,avgSynthCellArea,20.9,um2
synth,ys_seq_frac,0,
critical_path,endpoint_kind,"output port",
power,pwr-share-comb,1.000,
cells_and_area,drive_gt1_frac,0.369,
cells_and_area,area_delta_synth_final,180,%
power,seqPwrFrac,0,
power,p_leak,0.00111,uW
synth,largest_area_cell,"mux4_2",
detailed_routing,drc,0,
final_timing,period_used_share,1.00,
floorplan,chip_area,7400,um2
floorplan,rows,23,
final_timing,relSlewSlack,0.910,
detailed_routing,routedWlPerCell,23.4,um
critical_path,cp_cell_sequence,"buf_12 > buf_12 > mux4_2 > buf_2",
placed_design,gp_congestion,0.820,
critical_path,crit_top_cell,"buf_12",
critical_path,worst-setup-path-type,"input port to output port",
final_timing,hold_violations,0,
detailed_routing,drt_iter0_drc,26,
floorplan,fp_util,0.198,
synth,most_common_cell,"mux4_2",
detailed_routing,antenna_left,0,
power,internal-power,413,uW
final_timing,min_period,1.50,ns
flow_run,maxCapViolations,0,
synth,top_cells_by_count,"30 x mux4_2, 3 x buf_12, 3 x buf_2",
cells_and_area,regArea,0,um2
flow_run,warning_count,35,
floorplan,fp.coreArea,4120,um2
grt,antenna_found_initial,0,
cells_and_area,n_clock_buffer,0,
placed_design,io_buffers,162,
final_timing,report.final.slew_viol_count,0,
final_timing,grt_setup_unrepaired,"true",
power,netSwitchingPower,137,uW
synth,yosys.area.top_type_share,0.829,
critical_path,startpoint,"Signal[0]",
final_timing,tightest_slew,0.134,ns
detailed_routing,n_antenna_cell,0,
power,p_per_area,242,nW/um2
cells_and_area,seq_cells,0,
detailed_routing,firstDrtPassIters,4,
grt,grt_pass1_vias,1425,
final_timing,setup_slack,-0.000871,ns
placed_design,placed_cell_area,2480,um2
critical_path,worstPathArrival,1.20,ns
grt,grt_pass1_wl,9020,um
detailed_routing,vias,1192,
power,p_total,551,uW
critical_path,crit_required,1.20,ns
power,ir_worst_vdd,0.107,mV
critical_path,worst_path_largest_cell_delay,0.50,ns
critical_path,cp-endpoint,"dataOut[25]",
synth,yosys_warnings,0,
grt,grt_util_all_layers,0.159,
critical_path,start_kind,"input port",
synth,yosysChipArea,815,um2
floorplan,die_w,86,um
detailed_routing,routed_wirelength,5920,um
detailed_routing,via_per_inst,4.71,
grt,grt_start_max_net_pins,12,
synth,yosysUniqueCellTypes,5,
power,switching_share,0.249,
worst_hold_path,hold_path.class,"input port to output port",
floorplan,io_pins,162,
-- what timing repair did --
action | 4_1_cts | 5_1_grt
hold endpoints to repair | 0 | 0
buffers inserted | 1 | 0
endpoints found under the setup margin | 32 | 23
resized | 244 | 0
cloned | 3 | 0
-- power groups by stage --
stage	clock network (uW)	logic, uW	registers [uW]
after CTS	0	563	0
final	0	551	0
after global routing	0	597	0
-- stage by stage --
step	std cells	utilization	setup WS [ns]	hold slack, ns	TNS, ns
after floorplan	39	-	0.183	0.686	0
after global placement	249	0.603	-0.612	1.51	-18.25
after detailed placement	249	0.603	-0.612	1.52	-18.53
after CTS	253	0.553	-0.0119	1.09	-0.0119
after global routing	253	0.553	-0.0341	1.10	-0.331
final	253	0.553	-0.000871	1.08	-0.000871
-- critical path, delay by kind of cell --
kind | cells | cell delay, ns
buf+inv | 3 | 0.40
mux | 1 | 0.50
-- logic make-up after synthesis --
family | count (synthesis) | synth area share
buffers and inverters | 7 | 0.106
muxes | 32 | 0.894
-- worst min path at each step --
stage               start     endpoint  slack [ns]  cells past startpoint
global route     LoOut[9]   dataOut[9]        1.10                      3
CTS           Shifter[22]  dataOut[22]        1.09                      3
finish        Shifter[22]  dataOut[22]        1.08                      3
-- cell type report --
| cell class | instances | area [um2] |
|---|---|---|
| timing repair buffer | 171 | 1490 |
| tap | 50 | 62.6 |
| fill | 405 | 1840 |
| multi-input combinational | 32 | 721 |
-- layout by cell type, fill, tap and decap left out, drive strengths merged --
master / n
dlygate4sd2: 128
buf: 42
mux4: 32
bufbuf: 1
-- layer usage --
| layer | vias to the layer above | global-route usage | wire [um] |
|---|---|---|---|
| met5 | - | 0 | 0 |
| met4 | 0 | 0.00599 | 27 |
| met1 | 572 | 0.185 | 2140 |
| li1 | 535 | - | - |
| met2 | 83 | 0.285 | 3150 |
| met3 | 2 | 0.0591 | 604 |
No activity file was given, so power comes from the tool's default toggle rates.
